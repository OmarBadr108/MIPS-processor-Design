`flow/config.mk`:
```
export PLATFORM = sky130hd
export DESIGN_NAME = Excute_Memory_Register
export DESIGN_NICKNAME = Excute_Memory_Register
export VERILOG_FILES = /design/flow/design.v
export SDC_FILE = /design/flow/constraint.sdc
export NUM_CORES = 4
export LEC_CHECK = 1
export CORE_UTILIZATION = 40
```
`flow/constraint.sdc`:
```
current_design Excute_Memory_Register

set clk_period 5.4
set clk_io_pct 0.2

create_clock -name clk0 -period $clk_period [get_ports {clk}]

set non_clock_inputs [all_inputs -no_clocks]
set_input_delay [expr $clk_period * $clk_io_pct] -clock clk0 $non_clock_inputs
set_output_delay [expr $clk_period * $clk_io_pct] -clock clk0 [all_outputs]
```
`flow/design.v`:
```
`timescale 1ns / 1ps 
module Excute_Memory_Register #(
	parameter WIDTH_5 = 5 ,
	parameter WIDTH_32 = 32 
	)(
	input wire 		  clk , rst_n  , EN , CLR ,
	input wire 	 	 Jr_E ,
	output reg 	 	 Jr_M ,
	input wire 	 	 J_E ,
	output reg 	 	 J_M ,
	input wire 	 	 link_E ,
	output reg 	 	 link_M ,
	input wire [3:0] ByteControl_E ,
	output reg [3:0] ByteControl_M ,
	input wire 	 	 MemtoReg_E ,
	output reg 	 	 MemtoReg_M ,
	input wire 	 	 MemWrite_E ,
	output reg 	 	 MemWrite_M ,
	input wire 	 	 RegWrite_E ,
	output reg 	 	 RegWrite_M ,
	input wire 	 	 coprocessor_E ,
	output reg 	 	 coprocessor_M ,
	input wire [31:0] CO_E ,
	output reg [31:0] CO_M , 
	input wire [WIDTH_32-1:0] ALU_result_E ,
	output reg [WIDTH_32-1:0] ALU_result_M ,
	input wire [WIDTH_32-1:0] WriteData_E ,
	output reg [WIDTH_32-1:0] WriteData_M ,
	input wire [WIDTH_5-1:0] WriteReg_E ,
	output reg [WIDTH_5-1:0] WriteReg_M ,
	input wire [WIDTH_32-1:0] PC_plus_4_E ,
	output reg [WIDTH_32-1:0] PC_plus_4_M 
	);
always @(posedge clk) begin
	if (!rst_n) begin
		Jr_M  	 	  <= 'd0 ;
		J_M  	  	  <= 'd0 ;
		link_M  	  <= 'd0 ;
		ByteControl_M <= 'd0 ;
		MemtoReg_M    <= 'd0 ;
		RegWrite_M    <= 'd0 ;
		MemWrite_M    <= 'd0 ;
		ALU_result_M  <= 'd0 ;
		WriteData_M   <= 'd0 ;
		WriteReg_M    <= 'd0 ;
		PC_plus_4_M   <= 'd0 ;
		coprocessor_M <= 'd0 ;
		CO_M  	 	  <= 'd0 ;
	end
	else begin
		if (CLR) begin 
			Jr_M  	 	  <= 'd0 ;
			J_M  	  	  <= 'd0 ;
			link_M  	  <= 'd0 ;
			ByteControl_M <= 'd0 ;
			MemtoReg_M    <= 'd0 ;
			RegWrite_M    <= 'd0 ;
			MemWrite_M    <= 'd0 ;
			ALU_result_M  <= 'd0 ;
			WriteData_M   <= 'd0 ;
			WriteReg_M    <= 'd0 ;
			PC_plus_4_M   <= 'd0 ;
			coprocessor_M <= 'd0 ;
			CO_M  	 	  <= 'd0 ;
		end 
		else if (EN) begin 
			Jr_M  	 	  <= Jr_E	  	   ;
			J_M  	  	  <= J_E 	  	   ;
			link_M  	  <= link_E  	   ;
			ByteControl_M <= ByteControl_E ;
			MemtoReg_M    <= MemtoReg_E    ;
			RegWrite_M    <= RegWrite_E    ;
			MemWrite_M    <= MemWrite_E    ;
			ALU_result_M  <= ALU_result_E  ;
			WriteData_M   <= WriteData_E   ;
			WriteReg_M    <= WriteReg_E    ;
			PC_plus_4_M   <= PC_plus_4_E   ;
			coprocessor_M <= coprocessor_E ;
			CO_M  	 	  <= CO_E ;
		end 
	end
end
endmodule 
```
`flow/run.sh`:
```
#!/bin/bash
# OpenROAD 26Q1-2900-gdf79404cd8, Yosys 0.63+post, stock flow scripts
make -C /OpenROAD-flow-scripts/flow DESIGN_CONFIG=/design/flow/config.mk WORK_HOME=/design/flow/orfs finish
```
==> impl_metrics.json <==
{
  "outcome": "completed",
  "grt_pass1_vias": 4033,
  "post_synth_ao_oa_area_fraction": 0,
  "viasPerCell": 4.536,
  "avgSynthCellArea_sq_um": 11.02,
  "synth-xor-area-share": 0,
  "syn2layout_area_growth_pct": 66.53,
  "finalHoldViolCount": 0,
  "simple_gate_share": 0.1067,
  "drc": 0,
  "muxShareOfSynthArea": 0.2813,
  "async_flop_share": 0,
  "cts_max_path_buffers": 2,
  "tightest_slew_ps": 819.2,
  "fp.dieW_um": 115.2,
  "coreArea_sq_mm": 0.01226,
  "relSlewSlack": 0.4539,
  "worstPathArrival_ps": 3060,
  "synth.logic.top_family": "multiplexers",
  "die-area_sq_mm": 0.01327,
  "final_max_slew_viol_count": 0,
  "place_area_sq_mm": 0.008030,
  "portBuffers": 291,
  "grt_max_degree": 89,
  "edf_count": 0,
  "fmax_mhz": 356.9,
  "critPathKind": "in -> reg",
  "pre_cts_ws_ps": 2180,
  "die_y_um": 115.2,
  "dr_total_vias": 4191,
  "overflow": 0,
  "clock_latency_ps": 400,
  "top_area_frac": 0.5625,
  "ys_ff": 144,
  "cts.reportedPaths.clkPinSlew_ps": 50,
  "syn_area_sq_mm": 0.005125,
  "synth_stat.cells": 465,
  "antenna_found_initial": 0,
  "clock_sinks": 144,
  "fin_crit_sh": 0.5189,
  "drive_gt1_frac": 0.03175,
  "fp-row-count": 40,
  "critPathMaxFanout": 76,
  "drt_iter0_markers": 208,
  "yosys_warnings": 1,
  "cp.required_ps": 5660,
  "gp_congestion": 0.8024,
  "cp-start-kind": "input pin",
  "setup_viol": 0,
  "yosysUniqueCellTypes": 8,
  "leakage_nw": 3.541,
  "wire_per_inst_um": 15.20,
  "fp_util": 0.4180,
  "cp-end-kind": "flop",
  "grt_usage": 0.2133,
  "synthTopCellsByCount": "144 x dfxtp_1, 144 x mux2i_1, 144 x nor2_1",
  "fin_tns_setup_ps": 0,
  "worst_clock_skew_ps": 0,
  "ioPinCount": 292,
  "dr.pass1.iters": 4,
  "clock-root-buffer": "clkbuf_16",
  "irDropWorstVdd_mv": 0.1972,
  "ff_type": "dfxtp_1",
  "htree_levels": 4,
  "synthTopCellsByArea": "dfxtp_1 56%, mux2i_1 28%, nor2_1 11%, buf_6 2.9%, buf_4 1.3%",
  "hold_path.class": "reg -> reg",
  "post_cts_buffers": 0,
  "cts_hold_buf": 0,
  "ys_sh_adder": 0,
  "openroad.warnings": 26,
  "cts_resized": 0,
  "design_area_sq_mm": 0.008534,
  "cts_buffers": 17,
  "period_minus_slack_ps": 2802,
  "cts_tree": "yes",
  "setup_ws_ps": 2598,
  "top_area_cell": "dfxtp_1",
  "ant_nets": 0,
  "routed_wl_um": 14050,
  "grt_pass1_wl_um": 21070,
  "power.density_mw_per_mm2": 282.4,
  "synth_seq_share": 0.5625,
  "max_cap_violations": 0,
  "syn_inst": 465,
  "ys_area_sq_mm": 0.005125,
  "hpwl_um": 10120,
  "rsz0062_at_grt": "no",
  "antenna-diode-count": 0
}
path summary, 6_finish.rpt:
check	slack, ps	cells past startpoint	endpoint	start
setup reg to reg	4710	2	PC_plus_4_M[5]	PC_plus_4_M[5]
hold / removal	490	2	PC_plus_4_M[23]	PC_plus_4_M[23]
setup / recovery	2600	4	WriteData_M[0]	CLR
hold reg to reg	490	2	PC_plus_4_M[23]	PC_plus_4_M[23]
cell type report:
class                      count  area (sq um)
multi-input combinational    289          1996
timing repair buffer         293          2942
sequential                   144          2883
clock buffer                  30         504.2
tap                          168         210.2
fill                         869          3727
layout by cell type (no fill, tap or decap):
cell type | Yosys | routed
clkbuf_1 | 8 | 10
buf_12 | 0 | 1
clkdlybuf4s50_1 | 0 | 290
clkbuf_8 | 0 | 3
buf_4 | 9 | 1
clkbuf_16 | 0 | 17
dfxtp_1 | 144 | 144
nor2_1 | 144 | 144
buf_6 | 13 | 1
nand2b_4 | 0 | 1
mux2i_1 | 144 | 144
stage by stage:
stage / std cells / hold slack, ps / utilization / total power, mW
after CTS: 924 / 493.5 / 0.6960 / 2.438
after global placement: 894 / 471.3 / 0.6549 / 1.430
final: 924 / 489.8 / 0.6960 / 2.410
after global routing: 924 / 516.2 / 0.6960 / 2.519
after floorplan: 465 / 436.5 / - / 1.249
after detailed placement: 894 / 478.8 / 0.6549 / 1.433
routing by layer:
metal | routed length, um | GRT usage | share of wire
met5 | 0 | 0 | 0
met1 | 5498 | 0.2631 | 0.39
met4 | 159 | 0.03030 | 0.011
met2 | 6592 | 0.3482 | 0.47
met3 | 1797 | 0.1088 | 0.13
registers in the layout, summed over array words and instances, names as in the netlist:
register and flops:
link_M 1, Jr_M 1, WriteData_M 32, ALU_result_M 32
PC_plus_4_M 32, RegWrite_M 1, ByteControl_M 4, CO_M 32
coprocessor_M 1, WriteReg_M 5, J_M 1, MemtoReg_M 1
MemWrite_M 1
worst max-delay path, stage by stage:
cell,delay [ps]
clkdlybuf4s50_1,460
nand2b_4,620
buf_4,690
nor2_1,120
where the power goes:
group	leakage [nW]	switching, mW	internal (mW)	total [mW]
Sequential	1.17	0.0175	1.10	1.12
Clock	0.243	0.379	0.619	0.999
Combinational	2.13	0.0923	0.202	0.294
cell families (layout without fill, tap and decap cells):
logic type	Yosys count	in the layout
buf+inv	32	323
flops	144	144
mux	144	144
simple gates	145	145
Power and IR drop assume default switching activity.
