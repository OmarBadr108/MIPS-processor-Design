## /design/flow/config.mk

```make
export PLATFORM = sky130hd
export DESIGN_NAME = Memory_WriteBack_Register
export DESIGN_NICKNAME = Memory_WriteBack_Register
export VERILOG_FILES = /design/flow/design.v
export SDC_FILE = /design/flow/constraint.sdc
export NUM_CORES = 4
export LEC_CHECK = 1
export CORE_UTILIZATION = 30
```

## /design/flow/constraint.sdc

```tcl
current_design Memory_WriteBack_Register

set clk_period 5.7
set clk_io_pct 0.2

create_clock -name clk0 -period $clk_period [get_ports {clk}]

set non_clock_inputs [all_inputs -no_clocks]
set_input_delay [expr $clk_period * $clk_io_pct] -clock clk0 $non_clock_inputs
set_output_delay [expr $clk_period * $clk_io_pct] -clock clk0 [all_outputs]
```

## /design/flow/design.v

```verilog
`timescale 1ns / 1ps 
module Memory_WriteBack_Register #(
	parameter WIDTH_5 = 5 ,
	parameter WIDTH_32 = 32 
	)(
	input wire 		  clk , rst_n  , EN , CLR ,
	input wire 	 	 Jr_M ,
	output reg 	 	 Jr_W ,
	input wire 	 	 J_M ,
	output reg 	 	 J_W ,
	input wire 	 	 link_M ,
	output reg 	 	 link_W ,
	input wire [3:0] ByteControl_M ,
	output reg [3:0] ByteControl_W ,
	input wire 	 	 MemtoReg_M ,
	output reg 	 	 MemtoReg_W ,
	input wire 	 	 RegWrite_M ,
	output reg 	 	 RegWrite_W ,
	input wire 	 	 coprocessor_M ,
	output reg 	 	 coprocessor_W ,
	input wire [31:0] CO_M ,
	output reg [31:0] CO_W , 
	input wire [WIDTH_32-1:0] ALU_result_M ,
	output reg [WIDTH_32-1:0] ALU_result_W ,
	input wire [WIDTH_5-1:0] WriteReg_M ,
	output reg [WIDTH_5-1:0] WriteReg_W ,
	input wire [WIDTH_32-1:0] PC_plus_4_M ,
	output reg [WIDTH_32-1:0] PC_plus_4_W 
	);
always @(posedge clk) begin
	if (!rst_n) begin
		Jr_W  	 	  <= 'd0 ;
		J_W  	  	  <= 'd0 ;
		link_W  	  <= 'd0 ;
		ByteControl_W <= 'd0 ;
		MemtoReg_W    <= 'd0 ;
		RegWrite_W    <= 'd0 ;
		ALU_result_W  <= 'd0 ;
		WriteReg_W    <= 'd0 ;
		PC_plus_4_W   <= 'd0 ;
		coprocessor_W <= 'd0 ;
		CO_W 		  <= 'd0 ;
	end
	else begin
		if (CLR) begin 
			Jr_W  	 	  <= 'd0 ;
			J_W  	  	  <= 'd0 ;
			link_W  	  <= 'd0 ;
			ByteControl_W <= 'd0 ;
			MemtoReg_W    <= 'd0 ;
			RegWrite_W    <= 'd0 ;
			ALU_result_W  <= 'd0 ;
			WriteReg_W    <= 'd0 ;
			PC_plus_4_W   <= 'd0 ;
			coprocessor_W <= 'd0 ;
			CO_W 		  <= 'd0 ;
		end 
		else if (EN) begin 
			Jr_W  	 	  <= Jr_M ;
			J_W  	  	  <= J_M ;
			link_W  	  <= link_M ;
			ByteControl_W <= ByteControl_M ;
			MemtoReg_W    <= MemtoReg_M ;
			RegWrite_W    <= RegWrite_M ;
			ALU_result_W  <= ALU_result_M ;
			WriteReg_W    <= WriteReg_M ;
			PC_plus_4_W   <= PC_plus_4_M ;
			coprocessor_W <= coprocessor_M ;
			CO_W 		  <= CO_M ;
		end 
	end
end
endmodule 
```

## /design/flow/run.sh

```bash
#!/bin/bash
# OpenROAD 26Q1-2900-gdf79404cd8, Yosys 0.63+post, stock flow scripts
make -C /OpenROAD-flow-scripts/flow DESIGN_CONFIG=/design/flow/config.mk WORK_HOME=/design/flow/orfs finish
```

==> results_slide.txt <==
Synthesis and Place & Route Summary

Finish
  – FILL cells: 1,179
  – Area grow syn2layout: 62.4%
  – Final core utilization: 0.497
  – Non-Filler Instances: 752
  – Fraction of layout cells with a size suffix above 1: 0.0313

Power
  – Sw frac: 0.208
  – Clock Power Share: 0.380
  – Switching Power: 345 uW
  – P_leak: 2.69 nW
  – Sequential share of power: 0.491
  – Int Power: 1.31 mW
  – Overall Power: 1.66 mW
  – Pwr Density: 253 nW/um^2
  – VDD IR max: 199 uV
  – Logic pwr share: 0.128

GRT
  – All-layer global routing usage: 0.142
  – Global-route congestion overflow total: 0
  – Pin count of the biggest net entering global routing: 66
  – Initial antenna violation count: 0
  – First-pass GRT wire length: 15,600 um
  – Vias in the first global route: 3,161

Timing
  – Max_slew headroom: 0.465
  – WHS: 490 ps
  – Fmax: 375 MHz
  – Final min period: 2660 ps
  – TNS Setup: 0 ps
  – Final Hold Vio Count: 0
  – Worst-Margin Slew: 802 ps
  – Final setup violating endpoints: 0
  – Worst Clk Skew: 0 ps
  – Final Slew Violations: 0
  – RSZ-0062 raised after global routing: false
  – Cycle use final: 0.467

Clock network
  – Clock latency on the worst-skew pair: 340 ps
  – H-tree Lvls: 3
  – Root Driver: clkbuf_16
  – CTS tree: built
  – Clk sinks: 111
  – CTS max path bufs: 2
  – Clock buffer count from CTS: 9
  – CTS clock-pin slew for the worst setup and hold paths: 70 ps
  – Number of cells upsized or downsized after cts: 0
  – Hold bufs inserted after CTS: 0
  – Postcts setup bufs: 0

Synthesis
  – YS chip area: 4040 um^2
  – Synth flops: 111
  – Synth area leaders: dfxtp_1 55%, mux2i_1 28%, nor2_1 10%
  – Post-synthesis average cell area: 11.2 um^2
  – Cell taking the most area after synthesis: dfxtp_1
  – Register area share after synthesis: 0.551
  – Syn Inst Count: 359
  – Dominant cell area share: 0.551
  – Post-synthesis cell count from yosys: 359
  – EDFF count, synth: 0
  – Cell variety after synth: 8
  – Post-Syn Area: 4040 um^2
  – Synthesis Warnings: 1
  – Share of flip-flops with an asynchronous set or reset: 0
  – Post-synth top flop: dfxtp_1
  – Top cells by count: 111 x dfxtp_1, 111 x mux2i_1, 111 x nor2_1

Critical path
  – CP Class: in -> reg
  – CP max FO: 63
  – Critical path arrival: 2870 ps
  – Setup crit start kind: input port
  – Crit path DRT: 5910 ps
  – CP endpoint kind: flip-flop

Floorplan
  – Row count: 42
  – I/O Pins: 226
  – FP Core Util: 0.306
  – Die H: 118 um
  – Core Region: 13,200 um^2
  – Die X: 118 um
  – Die outline area: 13,900 um^2

Placement
  – Port Buffers: 225
  – Final GP Congestion: 0.780
  – Cell count after placement: 737
  – Hpwl dp: 6670 um

Detailed routing
  – Pre-Repair DR Iteration Count: 4
  – Vias per cell: 4.18
  – DR DRC count: 0
  – # diodes: 0
  – DR WL/cell: 12.9 um
  – Post-route ant nets: 0
  – DR vias: 3,147
  – Starting DRT DRC Count: 153
  – WL final: 9670 um

Run
  – Tool warnings: 25
  – Maximum Capacitance Violations: 0

Outcome
  – Status: completed

Worst hold path
  – Worst Hold Class: reg -> reg
power groups by stage:
stage	Sequential, mW	Clock, mW	Combinational, mW
finish	0.813	0.629	0.212
global route	0.816	0.684	0.231
CTS	0.813	0.657	0.215
worst paths after layout:
path	startpoint	slack (ps)	cells past startpoint	endpoint
hold / removal	PC_plus_4_W[2]	490	2	PC_plus_4_W[2]
hold reg to reg	PC_plus_4_W[2]	490	2	PC_plus_4_W[2]
setup / recovery	CLR	3040	4	PC_plus_4_W[12]
setup reg to reg	PC_plus_4_W[13]	5050	2	PC_plus_4_W[13]
through the flow:
stage                     setup WS, ps  cell area, um^2
after CTS                         3060             6550
after global routing              2880             6550
final                             3040             6550
after global placement            2700             6250
after floorplan                   3830             4040
after detailed placement          2670             6250
state kept, by name, summed over array words and instances (netlist names), 4 cells and up:
name           flops
CO_W              32
ALU_result_W      32
WriteReg_W         5
ByteControl_W      4
PC_plus_4_W       32
routing by layer:
metal,GRT usage,part of all wire,up-vias
li1,-,-,1607
met5,0,0,-
met4,0.0128,0.0099,0
met1,0.209,0.46,1400
met2,0.206,0.42,135
met3,0.0619,0.11,5
worst max-delay path, stage by stage:
cell and delay (ps):
clkdlybuf4s50_1 450, nand2b_4 450, buf_4 630, nor2_1 110
cell families after synthesis:
group,count (synthesis),synth area share
buf+inv,25,0.0691
flops,111,0.551
mux,111,0.275
simple gates,112,0.105
area by class of cell:
class / count / area, um^2 / share of cell area
clock buffers: 12 / 256 / 0.0392
clock inverters: 3 / 42.5 / 0.00649
multi-input cells: 223 / 1540 / 0.235
flip-flops and latches: 111 / 2220 / 0.339
well taps: 176 / 220 / 0.0336
repair buffers: 227 / 2270 / 0.346
cells in the final DEF, fill, tap and decap left out, drive strengths merged:
master	instances
bufinv	1
mux2i	111
clkbuf	12
clkdlybuf4s50	224
clkinv	1
clkinvlp	1
nor2	111
buf	3
nand2b	1
dfxtp	111
No activity file was given, so power comes from the tool's default toggle rates.
