===== /design/flow/run.sh =====
#!/bin/bash
# OpenROAD 26Q1-2900-gdf79404cd8, Yosys 0.63+post, stock flow scripts
make -C /OpenROAD-flow-scripts/flow DESIGN_CONFIG=/design/flow/config.mk WORK_HOME=/design/flow/orfs finish

===== /design/flow/config.mk =====
export PLATFORM = sky130hd
export DESIGN_NAME = register_file
export DESIGN_NICKNAME = register_file
export VERILOG_FILES = /design/flow/design.v
export SDC_FILE = /design/flow/constraint.sdc
export NUM_CORES = 4
export LEC_CHECK = 1
export CORE_UTILIZATION = 30

===== /design/flow/constraint.sdc =====
current_design register_file

set clk_period 6.4
set clk_io_pct 0.2

create_clock -name clk0 -period $clk_period [get_ports {clk}]

set non_clock_inputs [all_inputs -no_clocks]
set_input_delay [expr $clk_period * $clk_io_pct] -clock clk0 $non_clock_inputs
set_output_delay [expr $clk_period * $clk_io_pct] -clock clk0 [all_outputs]

===== /design/flow/design.v =====
`timescale 1ns / 1ps
module register_file (
	input wire 		  clk , rst_n ,
	input wire 		  wr_en3 ,
	input wire [4:0]  rd_addr1 ,  
	input wire [4:0]  rd_addr2 ,  
	input wire [4:0]  wr_addr3 ,  
	input wire [31:0] wr_data3 ,  
	output wire [31:0] rd_data1 ,  
	output wire [31:0] rd_data2    
	);
	reg [31:0] regfile [0:31] ;
	integer i  ;
	assign rd_data1 = (rd_addr1 != 0) ? regfile [rd_addr1] : 0 ;
	assign rd_data2 = (rd_addr2 != 0) ? regfile [rd_addr2] : 0 ; 
	always @(negedge clk or negedge rst_n) begin
		if (!rst_n) begin
			for ( i = 0 ; i < 32 ; i = i +1)
			regfile [i] <= 'd0 ;			
		end
		else  begin
			if (wr_en3) begin 
				regfile[wr_addr3] <= wr_data3 ;
			end 
			regfile [0] <= 'd0 ;  
		end
	end
endmodule 

==> run summary <==
run metrics: Post-DP HPWL=approximately 170,000 um, Die X=slightly above 400 um, Top-area cell share=0.496, Stop Error=[ERROR GRT-0116] Global routing finished with congestion. Check the congestion regions in the DRC Viewer., fraction of registers with async set/reset=1.00, largest net degree at the start of global routing=102, Synth Instances=between 4,000 and 5,000, yosys stat chip area=50,000 um2, Starting Density=0.303, Unique cell types=roughly 50, placed instance area=roughly 60,000 um2, worst-path endpoint after global-route repair_timing=rd_data2[20], global placement routability congestion=about 1.0, worst-case clock buffer depth=3, status=aborted with a tool error, ys cells=approximately 4,200, Stopped at=global routing, Num CTS Buffers=111, synthesized area=roughly 50,000 um2, yosys warns=2, count leader, synth=dfrtn_1, Row Count=149, Synth Flop Type=dfrtn_1, Post-Place Worst Slack=-0.395 ns, synthesized area per cell=around 12 um2, top post-synthesis cells by count=dfrtn_1 (992), mux2_2 (989), a22oi_1 (624), Post-synth EDFFs=0, die extent in y=between 400 and 500 um, Main area contributors=dfrtn_1 (50%), mux2_2 (22%), a22oi_1 (9.4%), hold_buf cts=0, cell type with the largest total area=dfrtn_1, Synth Seq Share=0.496, port buffer count=around 110, Max H-tree Level=3, Root Driver=clkbuf_16, num ports=between 100 and 150, worst endpoint type=output port, clock sinks=992, Post-synth regs=~990
[logic make-up after synthesis]
group / share of synthesized area
simple gates: 0.112
flops: 0.496
compound gates: 0.130
buf+inv: 0.0364
mux: 0.225
[timing repair]
| item | in CTS |
|---|---|
| setup buffers | 45 |
| gates resized | 624 |
| pin swaps | 231 |
| setup endpoints to repair | 64 |
| hold endpoints to repair | 0 |
[per-stage QoR]
stage,std cells,hold WS [ns],util
2_1_floorplan,4217,0.434,-
3_3_place_gp,6889,0.457,0.364
3_5_place_dp,6889,0.462,0.364
4_1_cts,7131,0.464,0.399
