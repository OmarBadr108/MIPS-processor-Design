File: flow/constraint.sdc
current_design Branch_Predictor

set clk_period 15.0
set clk_io_pct 0.2

create_clock -name clk0 -period $clk_period [get_ports {clk}]

set non_clock_inputs [all_inputs -no_clocks]
set_input_delay [expr $clk_period * $clk_io_pct] -clock clk0 $non_clock_inputs
set_output_delay [expr $clk_period * $clk_io_pct] -clock clk0 [all_outputs]
File: flow/config.mk
export PLATFORM = sky130hd
export DESIGN_NAME = Branch_Predictor
export DESIGN_NICKNAME = Branch_Predictor
export VERILOG_FILES = /design/flow/design.v
export SDC_FILE = /design/flow/constraint.sdc
export NUM_CORES = 4
export LEC_CHECK = 1
export CORE_UTILIZATION = 50
File: flow/design.v
module Branch_Predictor (
	input wire 	  	  clk , rst_n ,
	input wire 	 	  branch_taken_D ,  
	input wire [31:0] PCBranch_result_D ,  
	input wire [31:0] PC_D ,  
	input wire  	  Branch_D ,
	input wire [31:0] PC_F ,
	output wire [31:0] Branch_predictor_target ,  
	output reg  	   Misprediction_for_taken_Delayed ,
	output reg 	       Misprediction_for_taken ,
	output reg  	   Misprediction_for_not_taken_Delayed ,
	output reg  	   Misprediction_for_not_taken ,
	output wire 	   Branch_Predictor_sel ,
	output reg 	 	   Double_Branch_stall 
	);	
	reg [1:0] current_state ,next_state ;
	wire [23:0] write_tag , write_tag_out;
	assign write_tag = PC_D [31:8] ;
	wire [5:0]  write_index ;
	assign write_index = PC_D [7:2] ;
	wire [5:0]  read_index ;
	assign read_index = PC_F [7:2] ;	
	wire [23:0] read_tag ;
	assign read_tag = PC_F [31:8] ;
	reg  [58:0] Branch_Target_Buffer[0:63] ;
	wire [58:0] buffer_out ;
	reg 	    valid ;
	wire        valid_out;
	wire  	    Comparator_out ;
	integer i ;
	assign buffer_out = Branch_Target_Buffer[read_index] ;
	always @(posedge clk or negedge rst_n) begin 
		if (!rst_n) begin 
			for ( i = 0 ; i < 64 ; i = i +1) Branch_Target_Buffer [i] <= 'd0 ;
			valid <= 0 ;
		end 
		else begin
			if(Branch_D) begin  
				Branch_Target_Buffer[write_index] <= {next_state, valid , write_tag ,PCBranch_result_D} ; 
				valid <= 1 ;
			end 
		end
	end 
	reg TAKEN ;  
	localparam STRONGLY_NOT_TAKEN = 2'd0 ;
	localparam WEAKLY_NOT_TAKEN   = 2'd1 ;
	localparam WEAKLY_TAKEN  	  = 2'd2 ;
	localparam STRONGLY_TAKEN     = 2'd3 ;
	always @(posedge clk or negedge rst_n) begin  
		if (!rst_n) begin
			current_state <= WEAKLY_NOT_TAKEN ;
		end
		else begin
			if (Branch_D) begin 
				current_state <= buffer_out[58:57] ;
			end 
		end
	end
	always@(*)begin
		case (current_state)
		STRONGLY_NOT_TAKEN : begin
			if (branch_taken_D) begin 
				next_state = WEAKLY_NOT_TAKEN ;
				Misprediction_for_taken = 1'b1 ;
				Misprediction_for_not_taken = 1'b0 ;
			end 
			else begin 
				next_state = STRONGLY_NOT_TAKEN ;
				Misprediction_for_taken = 1'b0 ;
				Misprediction_for_not_taken = 1'b0 ;
			end 
		end
		WEAKLY_NOT_TAKEN : begin
			if (branch_taken_D) begin 
				next_state = WEAKLY_TAKEN ;
				Misprediction_for_taken = 1'b1 ;
				Misprediction_for_not_taken = 1'b0 ;
			end 
			else begin 
				next_state = STRONGLY_NOT_TAKEN ;
				Misprediction_for_taken = 1'b0 ;
				Misprediction_for_not_taken = 1'b0 ;
			end 
		end 
		WEAKLY_TAKEN : begin
			if (branch_taken_D) begin 
				next_state = STRONGLY_TAKEN ;
				Misprediction_for_taken = 1'b0 ;
				Misprediction_for_not_taken = 1'b0 ;
			end 
			else begin 
			 	next_state = WEAKLY_NOT_TAKEN ;
			 	Misprediction_for_taken = 1'b0 ;
				Misprediction_for_not_taken = 1'b1 ;
			end 
		end 
		STRONGLY_TAKEN : begin
			if (branch_taken_D) begin 
				next_state = STRONGLY_TAKEN ;
				Misprediction_for_taken = 1'b0 ;
				Misprediction_for_not_taken = 1'b0 ;
			end 
			else begin 
				next_state = WEAKLY_TAKEN ;
				Misprediction_for_taken = 1'b0 ;
				Misprediction_for_not_taken = 1'b1 ;
			end 
		end 
		endcase
	end
	always@(*)begin
		case (current_state)
			STRONGLY_NOT_TAKEN : TAKEN = 1'b0 ;
			WEAKLY_NOT_TAKEN   : TAKEN = 1'b0 ;
			WEAKLY_TAKEN  	   : TAKEN = 1'b1 ;
			STRONGLY_TAKEN     : TAKEN = 1'b1 ;
		endcase
	end
	assign valid_out     = buffer_out[56] ;
	assign write_tag_out = buffer_out[55:32];
	assign Branch_Predictor_sel = ( TAKEN & valid_out & Comparator_out) ;
	assign Branch_predictor_target = buffer_out[31:0] ;
	assign Comparator_out = (write_tag_out == read_tag ) ?  1 : 0 ;
	always @(posedge clk) begin 
		Misprediction_for_taken_Delayed <= Misprediction_for_taken ;
		Misprediction_for_not_taken_Delayed <= Misprediction_for_not_taken ;
	end 
endmodule 
File: flow/run.sh
#!/bin/bash
# OpenROAD 26Q1-2900-gdf79404cd8, Yosys 0.63+post, stock flow scripts
make -C /OpenROAD-flow-scripts/flow DESIGN_CONFIG=/design/flow/config.mk WORK_HOME=/design/flow/orfs finish
==> reports/qor_table.md <==
| Step | Parameter | This run |
|---|---|---|
| synthesis | Area share of and/or/nand/nor cells after synthesis | 0.120 |
| timing | Relative slew slack | -0.143 |
| synthesis | Dominant Register Cell | sky130_fd_sc_hd__dfrtp_1 |
| global routing | Overall overflow remaining after global route | 0 |
| drt | Post-Route WL | 803000 um |
| timing | Number of failing hold endpoints at the final stage | 0 |
| floorplan | Number of top-level pins | 138 |
| critical path | CP endpoint kind | output pin |
| drt | Vias per std cell | 6.98 |
| global routing | Initial antenna violation count | 68 |
| timing | Actual transition at the worst max-transition pin | 1700 ps |
| power | Max IR drop VDD | 110 uV |
| timing | TNS Setup | 0 ps |
| synthesis | Top-count cell post-synth | sky130_fd_sc_hd__nand2_1 |
| global routing | Via count of the first global-routing pass | 130000 |
| floorplan | Floorplan die area | 0.329 mm^2 |
| synthesis | Synthesized area divided by synthesized cell count | 11.2 um^2 |
| critical path | Launching element type of the critical path | primary input |
| timing | RSZ-0062 raised after global routing | false |
| placed design | Count of input and output buffers | 132 |
| synthesis | Ys async rst share | 0.999 |
| outcome | Status | finished with violations |
| synthesis | Top cell type's share of synthesized area | 0.578 |
| clock network | Clock tree from TritonCTS | yes |
| floorplan | Initial core utilization | 0.503 |
| global routing | Global Route Usage Sum | 0.517 |
| timing | Total count of max-transition violations in the final report | 2 |
| floorplan | # rows | 209 |
| critical path | Category of the most critical setup path | primary input to output pin |
| synthesis | Post-synthesis instance area | 0.163 mm^2 |
| synthesis | MUX share of area | 0.175 |
| cells and area | Fill cell total of the finished layout | 25400 |
| synthesis | Largest area contributor in the synthesized netlist | sky130_fd_sc_hd__dfrtp_1 |
| synthesis | Post-Synth Adder-Cell Area | 0 |
| clock network | Clk sink count | 3781 |
| cells and area | Combinational gate area | 0.0645 mm^2 |
| synthesis | Number of cells in Yosys stat | 14500 |
| synthesis | Xor/xnor share of the synthesized area | 0.000750 |
| timing | Top achievable clock speed | 78.2 MHz |
| drt | Number of iterations in the first detailed-routing pass | 8 |
| synthesis | Number of different library cells in the post-synthesis netlist | 75 |
| timing | Final worst clock skew | 28.9 ps |
| synthesis | Biggest area cells | sky130_fd_sc_hd__dfrtp_1, sky130_fd_sc_hd__mux2_2, sky130_fd_sc_hd__nand2_1, sky130_fd_sc_hd__a22oi_1, sky130_fd_sc_hd__clkbuf_1 |
| synthesis | Dominant kind of combinational cell | multiplexers |
| synthesis | Yosys-reported design area after synthesis | 0.163 mm^2 |
| synthesis | Post-synthesis share of cell area spent on and-or and or-and gates | 0.0928 |
| clock network | Number of gates given a new drive strength after cts | 0 |
| clock network | Buffer count from post-CTS setup fixing | 0 |
| synthesis | Commonest cells post-synth | sky130_fd_sc_hd__nand2_1, sky130_fd_sc_hd__dfrtp_1, sky130_fd_sc_hd__mux2_2, sky130_fd_sc_hd__a22oi_1, sky130_fd_sc_hd__clkbuf_1 |
| floorplan | Die height | 574 um |
| drt | First DRT Iteration DRCs | 14200 |
| cells and area | FF/Latch Area | 0.0946 mm^2 |
| clock network | Maximum clock path buffer count | 4 |
| clock network | Clock root cell | sky130_fd_sc_hd__clkbuf_16 |
| clock network | CTS Hold Bufs | 0 |
| synthesis | Cells after synthesis | 14500 |
| power | Leak pwr | 0.0918 uW |
| drt | Final routed DRC violation total | 0 |
| cells and area | Final Non-Filler Cells | 19000 |
| clock network | Maximum level of the CTS H-tree | 5 |
| drt | Average wire length per cell after detail routing | 42.2 um |
| critical path | R2R cell count | 5 |
| hold path | Min-delay worst type | flip-flop to flip-flop |
| timing | Final cycle utilization of the critical path | 0.853 |
| synthesis | EDFF count, synth | 0 |
| hold path | Worst hold path depth | 2 |
| synthesis | Share of the yosys chip area belonging to registers | 0.579 |
| critical path | Critical path data arrival time | 9790 ps |
| placed design | Final HPWL from detailed placement | 461000 um |
| timing | Crit path time final | 12790 ps |
| floorplan | Core box area | 0.325 mm^2 |
| global routing | Pin count of the biggest net entering global routing | 140 |
| global routing | Wire length of the first global-routing pass | 1090000 um |
| outcome | Failing checks | capacitance limit, slew limit |
| floorplan | Horiz. Die Dim | 574 um |
| clock network | Clock buffer count from CTS | 402 |
| placed design | Number of placed instances, taps included | 18200 |
| drt | Vias | 133000 |
| run | Count of maximum capacitance violations | 1 |
| placed design | Global placer's final weighted congestion | 0.998 |
| timing | Total of endpoints with negative setup slack in the final report | 0 |
| synthesis | Post-synth regs | 3781 |
| drt | Final antenna-violating net count | 0 |
| cells and area | Layout-stage area growth over the synthesis result | 12.8% |
| run | Stage-log warning count | 70 |
| power | Areal power density over the cells | 133 mW/mm^2 |
| cells and area | Fraction of final layout cells sized beyond drive strength 1 | 0.274 |
| clock network | CTS clk-pin slew, worst paths | 60 ps |
| critical path | Largest driver fanout on the critical path | 20 |
| synthesis | Yosys warns | 3 |
| clock network | Clock insertion delay at the later pin of the skew report | 990 ps |
| critical path | Required time of the critical path | 12000 ps |
==> path summary, 6_finish.rpt <==
| kind | startpoint | endpoint | slack (ps) |
|---|---|---|---|
| max | PC_F[2] | Branch_Predictor_sel | 2210 |
| min | Branch_Target_Buffer[27][34] | Branch_Target_Buffer[27][34] | 470 |
| max reg2reg | Branch_Target_Buffer[35][58] | current_state[1] | 12980 |
| min reg2reg | Branch_Target_Buffer[27][34] | Branch_Target_Buffer[27][34] | 470 |
| max in group asynchronous | rst_n | Branch_Target_Buffer[53][30] | 9030 |
| min in group asynchronous | rst_n | Branch_Target_Buffer[55][9] | 1960 |
==> per-stage QoR <==
step                hold slack, ps  area, um^2  total power (uW)   util  worst slack [ps]
floorplan                      438      163000             13600      -              6220
global placement               453      171000             14400  0.526              2580
detailed placement             456      171000             14500  0.526              2710
CTS                            470      184000             24500  0.567              2700
global route                   482      184000             25300  0.567              2430
finish                         470      184000             24600  0.568              2210
==> power breakdown <==
part | switching, uW | total, uW | internal, uW
clock | 4270 | 10200 | 5900
combinational | 1220 | 2210 | 986
sequential | 683 | 12200 | 11500
==> layout make-up <==
type	count	area share
sequential	3781	0.513
multi-input combinational	9360	0.350
clock buffer	637	0.0668
timing repair buffer	753	0.0332
tap	4325	0.0294
clock inverter	92	0.00592
antenna	83	0.00113
inverter	11	0.000224
==> logic make-up after synthesis <==
kind of cell | after synthesis
AOI/OAI and AO/OA | 2040
and+or+nand+nor | 4767
other | 1
DFF | 3781
xor gates and xnor gates | 14
buffers and inverters | 1392
muxes | 2538
==> cell usage in the layout (no fill, tap or decap), drive strengths merged, types with 9 or more instances in the layout <==
master,Yosys,routed
xnor2,9,9
a32oi,10,10
mux2i,23,23
o21ai,136,136
a22oi,1511,1511
a21oi,64,64
a31oi,16,16
a22o,116,116
or4,15,15
clkinv,0,65
buf,515,682
a2111oi,20,20
and3,39,39
inv,11,20
nand2,3914,3914
mux2,2515,2515
nand3,112,112
o22ai,9,9
clkdlybuf4s50,0,71
bufinv,0,17
a221oi,105,105
nand4,292,292
o21a,22,22
clkbuf,866,637
nor4,64,64
nor2,177,177
dfrtp,3778,3778
nor3,82,82
diode,0,83
==> flip-flops by register name (all words and copies together), names as in the netlist <==
register / cells
valid: 1
current_state: 2
Misprediction_for_not_taken_Delayed: 1
Branch_Target_Buffer: 3776
Misprediction_for_taken_Delayed: 1
==> critical path, cell delays in order <==
cell	delay, ps
sky130_fd_sc_hd__clkdlybuf4s50_1	450
sky130_fd_sc_hd__buf_4	330
sky130_fd_sc_hd__or2_2	180
sky130_fd_sc_hd__buf_4	520
sky130_fd_sc_hd__nor2_4	310
sky130_fd_sc_hd__buf_4	360
sky130_fd_sc_hd__buf_4	350
sky130_fd_sc_hd__a22oi_1	350
sky130_fd_sc_hd__nand4_1	190
sky130_fd_sc_hd__or4_1	520
sky130_fd_sc_hd__nor4_1	1130
sky130_fd_sc_hd__buf_4	310
sky130_fd_sc_hd__o31ai_1	80
sky130_fd_sc_hd__or4_1	540
sky130_fd_sc_hd__nor4_2	470
sky130_fd_sc_hd__clkdlybuf4s50_1	580
==> routing by layer <==
metal	wire (um)	GRT usage	vias to the layer above
met1	264000	0.612	67200
li1	-	-	50700
met3	155000	0.406	3485
met5	3180	0.0737	-
met4	65800	0.325	140
met2	315000	0.645	11400
Power figures rest on the tool's default switching activity, not on a simulated workload.
