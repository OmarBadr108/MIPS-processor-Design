<file path="flow/design.v">
`timescale 1ns / 1ps 
module Decode_Excute_Register #(
	parameter WIDTH_5 = 5 ,
	parameter WIDTH_32 = 32 
	)(
	input wire 		  clk , rst_n  , EN , CLR ,
	input wire 	 	 Jr_D ,
	output reg 	 	 Jr_E ,
	input wire 	 	 J_D ,
	output reg 	 	 J_E ,
	input wire 	 	 link_D ,
	output reg 	 	 link_E ,
	input wire [3:0] ByteControl_D ,
	output reg [3:0] ByteControl_E ,
	input wire 	 	 MemtoReg_D ,
	output reg 	 	 MemtoReg_E ,
	input wire 	 	 MemWrite_D ,
	output reg 	 	 MemWrite_E ,
	input wire [4:0] Alu_opcode_D ,
	output reg [4:0] Alu_opcode_E ,
	input wire 	 	 ALUSrc_D ,
	output reg 	 	 ALUSrc_E ,
	input wire 	 	 Stall_D ,
	output reg 		 Stall_E ,
	input wire 	 	 RegDst_D ,
	output reg 	 	 RegDst_E ,
	input wire 	 	 RegWrite_D ,
	output reg 	 	 RegWrite_E ,
	input wire 	 	 Arith_u_D ,
	output reg 	 	 Arith_u_E ,
	input wire 	 	 coprocessor_D ,
	output reg 	 	 coprocessor_E ,
	input wire [31:0] CO_D ,
	output reg [31:0] CO_E ,
	input wire [WIDTH_32-1:0] PCBranch_result_D ,
	output reg [WIDTH_32-1:0] PCBranch_result_E ,
	input wire [5:0] funct_D ,
	output reg [5:0] funct_E ,
	input wire [5:0] opcode_D ,
	output reg [5:0] opcode_E ,
	input wire [WIDTH_32-1:0] src_a_D ,
	output reg [WIDTH_32-1:0] src_a_E ,
	input wire [WIDTH_32-1:0] src_b_D ,
	output reg [WIDTH_32-1:0] src_b_E ,
	input wire [WIDTH_32-1:0] SignExt_D ,
	output reg [WIDTH_32-1:0] SignExt_E ,
	input wire [WIDTH_32-1:0] ZeroExt_D ,
	output reg [WIDTH_32-1:0] ZeroExt_E ,
	input wire [WIDTH_5-1:0] shamt_D ,
	output reg [WIDTH_5-1:0] shamt_E ,
	input wire [WIDTH_5-1:0] Rt_D ,
	output reg [WIDTH_5-1:0] Rt_E ,
	input wire [WIDTH_5-1:0] Rd_D ,
	output reg [WIDTH_5-1:0] Rd_E ,
	input wire [WIDTH_5-1:0] Rs_D ,
	output reg [WIDTH_5-1:0] Rs_E ,
	input wire [WIDTH_32-1:0] PC_plus_4_D ,
	output reg [WIDTH_32-1:0] PC_plus_4_E 
	);
always @(posedge clk) begin
	if (!rst_n) begin
		Jr_E  	 	  <= 'd0 ;
		J_E  	  	  <= 'd0 ;
		link_E  	  <= 'd0 ;
		ByteControl_E <= 'd0 ;
		MemtoReg_E    <= 'd0 ;
		MemWrite_E    <= 'd0 ;
		Alu_opcode_E  <= 'd0 ;
		ALUSrc_E      <= 'd0 ;
		RegDst_E   	  <= 'd0 ;
		RegWrite_E    <= 'd0 ;
		Arith_u_E  	  <= 'd0 ;
		funct_E  	  <= 'd0 ;
		opcode_E  	  <= 'd0 ;
		src_a_E  	  <= 'd0 ;
		src_b_E  	  <= 'd0 ;
		SignExt_E     <= 'd0 ;
		ZeroExt_E 	  <= 'd0 ;
		shamt_E 	  <= 'd0 ;
		Rt_E  		  <= 'd0 ;
		Rd_E 		  <= 'd0 ;
		Rs_E 	 	  <= 'd0 ;
		PC_plus_4_E   <= 'd0 ;
		coprocessor_E <= 'd0 ;
		CO_E  	 	  <= 'd0 ;
		PCBranch_result_E <= 'd0 ;
		Stall_E 	      <= 'd0 ;
	end
	else begin
		if (EN) begin 
			Jr_E  	 	  <= Jr_D ;
			J_E  	  	  <= J_D  ;
			link_E  	  <= link_D        ;
			ByteControl_E <= ByteControl_D ;
			MemtoReg_E    <= MemtoReg_D  ;
			MemWrite_E    <= MemWrite_D  ;
			Alu_opcode_E  <= Alu_opcode_D;
			ALUSrc_E      <= ALUSrc_D    ;
			RegDst_E   	  <= RegDst_D    ;
			RegWrite_E    <= RegWrite_D  ;
			Arith_u_E  	  <= Arith_u_D   ;
			funct_E  	  <= funct_D     ;
			opcode_E  	  <= opcode_D    ;
			src_a_E  	  <= src_a_D     ;
			src_b_E  	  <= src_b_D     ;
			SignExt_E     <= SignExt_D   ;
			ZeroExt_E 	  <= ZeroExt_D   ;
			shamt_E 	  <= shamt_D     ;
			Rt_E  		  <= Rt_D 	  	 ;
			Rd_E 		  <= Rd_D        ;
			Rs_E 	 	  <= Rs_D 	  	 ;
			PC_plus_4_E   <= PC_plus_4_D ;
			CO_E  	 	  <= CO_D ;
			coprocessor_E <= coprocessor_D ;
			PCBranch_result_E <= PCBranch_result_D ;
			Stall_E 	      <= Stall_D ;
		end 
		else if (CLR) begin 
			Jr_E  	 	  <= 'd0 ;
			J_E  	  	  <= 'd0 ;
			link_E  	  <= 'd0 ;
			ByteControl_E <= 'd0 ;
			MemtoReg_E    <= 'd0 ;
			MemWrite_E    <= 'd0 ;
			Alu_opcode_E  <= 'd0 ;
			ALUSrc_E      <= 'd0 ;
			RegDst_E   	  <= 'd0 ;
			RegWrite_E    <= 'd0 ;
			Arith_u_E  	  <= 'd0 ;
			funct_E  	  <= 'd0 ;
			opcode_E  	  <= 'd0 ;
			src_a_E  	  <= 'd0 ;
			src_b_E  	  <= 'd0 ;
			SignExt_E     <= 'd0 ;
			ZeroExt_E 	  <= 'd0 ;
			shamt_E 	  <= 'd0 ;
			Rt_E  		  <= 'd0 ;
			Rd_E 		  <= 'd0 ;
			Rs_E 	 	  <= 'd0 ;
			PC_plus_4_E   <= 'd0 ;
			coprocessor_E <= 'd0 ;
			CO_E  	 	  <= 'd0 ;
			PCBranch_result_E <='d0 ;
			Stall_E 	      <= 'd0 ;
		end 
	end
end
endmodule 
</file>
<file path="flow/constraint.sdc">
current_design Decode_Excute_Register

set clk_period 8.6
set clk_io_pct 0.2

create_clock -name clk0 -period $clk_period [get_ports {clk}]

set non_clock_inputs [all_inputs -no_clocks]
set_input_delay [expr $clk_period * $clk_io_pct] -clock clk0 $non_clock_inputs
set_output_delay [expr $clk_period * $clk_io_pct] -clock clk0 [all_outputs]
</file>
<file path="flow/run.sh">
#!/bin/bash
# OpenROAD 26Q1-2900-gdf79404cd8, Yosys 0.63+post, stock flow scripts
make -C /OpenROAD-flow-scripts/flow DESIGN_CONFIG=/design/flow/config.mk WORK_HOME=/design/flow/orfs finish
</file>
<file path="flow/config.mk">
export PLATFORM = sky130hd
export DESIGN_NAME = Decode_Excute_Register
export DESIGN_NICKNAME = Decode_Excute_Register
export VERILOG_FILES = /design/flow/design.v
export SDC_FILE = /design/flow/constraint.sdc
export NUM_CORES = 4
export LEC_CHECK = 1
export CORE_AREA = 10 10 332 332
export DIE_AREA = 0 0 342 342
</file>
==> CHANGELOG.md <==
### Metrics

- First-pass GRT wire length: 64.6 mm
- Die ar.: 117000 µm²
- WL per Instance: 14.2 µm
- Layout area overhead: 75.8%
- Max frequency: 274 MHz
- Status: finished clean
- Total core area: 103000 µm²
- Vias: 10300
- Vias in the first global route: 10200
- Min-Delay Path Depth: 2
- Top cells by area: dfxtp_1 (52%), nand2b_1 (16%), nand3_1 (13%)
- Cell family with most CP delay: buffers and inverters
- Global Route Usage Sum: 7.10%
- Reg2reg setup slack: 7.90 ns
- Clk slew on worst S/H paths: 0.06 ns
- Chip area in the Yosys report: 10700 µm²
- CP max stage cell: buf_4
- Tightest Pin Transition: 0.786 ns
- CP required: 9.01 ns
- FP Rows: 118
- Final Hold Violating Endpoints: 0
- Pre-antenna DRT Iters: 5
- Slew Limit Headroom: 47.6%
- Yosys warnings: 1
- Fp_density: 10.3%
- Clock buffer depth: 3
- Slew Limit Fails: 0
- Netlist cell types: 12
- Tool warnings: 29
- Port bufs: 555
- Final setup violating endpoints: 0
- Pwr per Cell Area: 185 nW/µm²
- DPL Wire Length: 31.8 mm
- Arr. time, crit path: 4.05 ns
- Post_cts resized: 0
- Cell type with the largest total area: dfxtp_1
- Hold Buf Count CTS: 0
- Reg-to-Reg Start: PCBranch_result_E[18]
- Initial DRC count: 443
- CP startpoint kind: input port
- Initial antenna violation count: 3
- Layout cells sized above 1: 4.49%
- Min-Delay Endpoint: src_a_E[12]
- Leak: 0.00609 µW
- Crit path buf inv count: 3
- Minimum clock period: 3.64 ns
- Setup TNS: 0 ns
- Synth flops: 276
- Dpl cells: 3053
- H-tree levels: 2
- Crit. End Element: register
- Worst hold-check path type: reg -> reg
- Maximum fanout along the worst path: 58
- Clk_skew: 0 ns
- Routability cong.: 0.797
- # Post-CTS Setup Buffers: 0
- Clock Sinks: 276
- Die Wd: 342 µm
- Die Ht: 342 µm
- Cell count in the Yosys report: 1227
- Crit Path Class: in -> reg
- Residual DRC count: 0
- Drt via density: 3.31
- Late-Pin Clk Latency: 0.56 ns
- IO Pins: 556
- Post-route ant nets: 0
- Wirelength, routed: 44.2 mm
- Post-synthesis cell count: 1227
- Overflow after GRT: 0
- Worst hold start: src_a_E[12]
- Synthesized area per cell: 8.69 µm²
- Non-filler cells, final: 3118
- Post-synth top area share: 51.8%
- Post-Syn Area: 10700 µm²
- Largest net degree at the start of global routing: 168
- Final Cycle Share: 42.4%
- IR drop worst, VDD: 0.000134 V
- Num CTS Buffers: 37
- R2R Path End: PCBranch_result_E[18]
- Max incr delay on CP: 0.61 ns
- CP dominant cell by count: buf_4
- RSZ-0062 raised after global routing: no
- Seq share, synth: 51.8%
- CTS tree: built
- CP Cell Sequence: clkdlybuf4s50_1 -> nand2b_4 -> buf_4 -> buf_4 -> o21ai_0
- N_diodes: 0
- MaxCap Viol Count: 0
- R2r worst-path depth: 2
- Clock root cell: clkbuf_16
stage by stage:
step / hold WS, ns / setup slack, ns / instance area, µm² / util, % / total power (µW)
6_report: 0.460 / 4.96 / 18700 / 18.2 / 3470
3_3_place_gp: 0.450 / 4.36 / 17400 / 16.9 / 1840
3_5_place_dp: 0.454 / 4.38 / 17400 / 16.9 / 1840
4_1_cts: 0.464 / 5.00 / 18700 / 18.2 / 3540
5_1_grt: 0.476 / 4.79 / 18700 / 18.2 / 3620
2_1_floorplan: 0.427 / 6.06 / 10700 / - / 1530
power breakdown:
part	internal (µW)	switching, µW
logic	271	155
registers	1340	34.4
clock network	1040	623
total	2650	813
kinds of logic (layout without fill, tap and decap cells):
logic type      after synthesis  in the layout  share of synthesized area [%]
simple gates                553            553                           29.2
compound gates              276            276                           13.0
flops                       276            276                           51.8
buf+inv                     122            633                           5.99
worst min-delay path: cells and delay by family, from the launching register on:
family           cells  cell delay [ns]
AND-OR/OR-AND        1             0.05
flip-flops           1             0.31
AND/OR/NAND/NOR      1             0.06
synth_stat cells:
cell type	number
dfxtp_1	276
nand2b_1	276
nand3_1	276
o21ai_1	182
o21ai_0	94
clkbuf_1	43
buf_2	34
clkbuf_2	23
buf_6	11
buf_4	7
buf_1	4
nand2b_2	1
worst max path at each step:
| stage | from | endpoint | slack, ns | depth (start not counted) |
|---|---|---|---|---|
| 6_report | CLR | ZeroExt_E[9] | 4.96 | 5 |
| 5_1_grt | CLR | src_b_E[2] | 4.79 | 5 |
| 4_1_cts | CLR | src_b_E[3] | 5.00 | 5 |
cell usage in the layout, fill, tap and decap left out, drive strengths merged:
master         instances
clkbuf                49
bufinv                 5
clkdlybuf4s50        553
nand3                276
nand2b               277
o21ai                276
buf                   15
clkinv                 6
clkinvlp               2
inv                    3
dfxtp                276
state kept, by name, indices dropped and copies added (netlist names), 4 cells and up:
name and count:
opcode_E 6, ByteControl_E 4, src_b_E 32, Alu_opcode_E 5, Rt_E 5, ZeroExt_E 32
CO_E 32, PC_plus_4_E 32, funct_E 6, PCBranch_result_E 32, SignExt_E 32, src_a_E 32
Rd_E 5, shamt_E 5, Rs_E 5
layout make-up:
class / count / area (µm²)
Sequential cell: 276 / 5530
Timing Repair Buffer: 568 / 5680
Clock buffer: 49 / 1080
Tap cell: 1380 / 1730
Multi-Input combinational cell: 829 / 4500
Clock inverter: 16 / 225
Fill cell: 11300 / 84500
routing by layer:
| metal | GRT usage [%] | routed length [µm] |
|---|---|---|
| met5 | 0 | 35 |
| met4 | 1.80 | 1290 |
| met3 | 4.05 | 6090 |
| met2 | 10.7 | 19000 |
| met1 | 8.63 | 17800 |
Power figures rest on the tool's default switching activity, not on a simulated workload.
